### /design/flow/design.v
module accu #(parameter data_width = 8)(
input clk,
input ce,
input rst,
input signed [data_width-1:0] data_in,
input cy_i,
output reg cy_o,
output reg signed [data_width-1:0]  data_out
);
always @(posedge clk, negedge rst) begin
  if(!rst) begin 
    data_out <= {data_width{1'b0}}; 
    cy_o <= 1'b0;
  end
  else if(ce) begin
    data_out <= data_in;
    cy_o <= cy_i;
  end
end
endmodule
module Alu #(
parameter data_width = 8 ,
parameter op_code_width = 4
)(
input [op_code_width-1:0] OP,
input signed [data_width-1:0] data_in,
input signed [data_width-1:0] cr_in,
output reg cy,
output reg signed [data_width-1:0] data_out
);
always @(*) begin
  case(OP)
	 4'b0000  : begin data_out <= data_in; cy <= 0; end
	 4'b0010 : begin data_out <= cr_in + data_in; cy <= ((cr_in + data_in) > 127) || ((cr_in + data_in) < -127) ? 1'b1 : 1'b0; end 
	 4'b0011 : begin data_out <= cr_in - data_in; cy <= ((cr_in - data_in) < -127) || ((cr_in - data_in) > 127) ? 1'b1 : 1'b0; end 
	 4'b0100 : begin data_out <= data_in & cr_in; cy <= 0; end
	 4'b0101  : begin data_out <= data_in | cr_in; cy <= 0; end
     4'b0110 : begin data_out <= data_in ^ cr_in; cy <= 0; end
     4'b0111 : begin data_out <= ~ data_in; cy <= 0; end
	 8'b1111 : data_out <= {data_width{1'bx}};
	 default : {cy, data_out} <= {data_width+1{1'b0}};
  endcase
end
endmodule
module accu_and_alu_unit #(
parameter data_width = 8,
parameter op_code_width = 4
)(
input clk,
input rst,
input [op_code_width-1:0] opcode,
input acc_ce,
input [data_width-1:0] data_in,
output reg [data_width-1:0] data_out,
output cy
);
wire cy_alu_accu;
wire [data_width-1:0] allu_to_accu_data;
wire [data_width-1:0] accu_to_alu_data;
assign data_out = accu_to_alu_data;
accu #() accu_inst(
.clk(clk),
.ce(acc_ce),
.rst(rst),
.cy_i(cy_alu_accu),
.cy_o(cy),
.data_in(allu_to_accu_data),
.data_out(accu_to_alu_data)
);
Alu #()alu_inst(
.OP(opcode),
.data_in(data_in),
.cr_in(accu_to_alu_data),
.cy(cy_alu_accu),
.data_out(allu_to_accu_data)
);
endmodule
### /design/flow/run.sh
#!/bin/bash
# OpenROAD 26Q1-2900-gdf79404cd8, Yosys 0.63+post, stock flow scripts
make -C /OpenROAD-flow-scripts/flow DESIGN_CONFIG=/design/flow/config.mk WORK_HOME=/design/flow/orfs finish
### /design/flow/config.mk
export PLATFORM = sky130hd
export DESIGN_NAME = accu_and_alu_unit
export DESIGN_NICKNAME = accu_and_alu_unit
export VERILOG_FILES = /design/flow/design.v
export SDC_FILE = /design/flow/constraint.sdc
export NUM_CORES = 4
export LEC_CHECK = 1
export CORE_UTILIZATION = 30
### /design/flow/constraint.sdc
current_design accu_and_alu_unit

set clk_period 5.1
set clk_io_pct 0.2

create_clock -name clk0 -period $clk_period [get_ports {clk}]

set non_clock_inputs [all_inputs -no_clocks]
set_input_delay [expr $clk_period * $clk_io_pct] -clock clk0 $non_clock_inputs
set_output_delay [expr $clk_period * $clk_io_pct] -clock clk0 [all_outputs]
==> GITHUB_STEP_SUMMARY <==
## Implementation flow summary

| Metric | Value |
|---|---|
| Cell Int Power | 0.294 mW |
| Placed wire-length estimate | 4630 um |
| Chip area estimate from yosys synthesis | 2170 um^2 |
| Hold path endpoint | accu_inst.cy_o |
| N_diodes | 0 |
| Number of flops mapped to enable cells by yosys | 0 |
| First-pass GRT wire length | 9520 um |
| R2r setup slk | 2.80 ns |
| Crit-path max FO | 19 |
| Final worst slack | 1.17 ns |
| CTS Buf Count | 3 |
| Final Hold Fails | 0 |
| Power share of the combinational group | 65.3% |
| Top Ports | 24 |
| CP Launch Type | input pin |
| NetSw | 0.218 mW |
| DRC | 0 |
| Max_slew headroom | 70.1% |
| Final instance area | 2520 um^2 |
| Endpoints left unconstrained | 1 |
| Top cells by area, synth | ha_1, dfrtp_1, xnor2_1, inv_1, mux2i_1 |
| Async SR Flop Fraction | 90.0% |
| Setup_tns | 0 ns |
| Pre-CTS WS | 0.952 ns |
| Placed Area | 2480 um^2 |
| TritonCTS clock tree | built |
| Fillers | 733 |
| Status | complete, no violations |
| Gate Area | 1740 um^2 |
| Pwr dens | 203 nW/um^2 |
| Sw frac | 42.6% |
| Slowest CP cell | clkdlybuf4s50_1 |
| FF/Latch Area | 240 um^2 |
| Worst-path cell chain | clkdlybuf4s50_1, buf_4, nor3b_1, and2_1, mux2i_1, ha_1, nor2b_1, o21ai_0, a21oi_1, o41ai_1, xnor2_1, o221ai_1 |
| DRT iter0 DRCs | 146 |
| Yosys warns | 3 |
| Top cell area share | 17.9% |
| Log Warnings | 41 |
| Fmax | 255 MHz |
| Latency at later pin | 0.23 ns |
| Xor/xnor share | 7.27% |
| Worst r2r src | accu_inst.data_out[0] |
| Worst hold stages | 1 |
| # resized after CTS | 0 |
| Count of unclocked register or latch pins | 1 |
| Count of final max-slew check failures | 0 |
| Period utilisation layout | 77.0% |
| Pleak | 1.07 nW |
| Crit path DAT | 4.02 ns |
| R2r worst-path depth | 10 |
| DRT Wirelength | 5680 um |
| Routability Congestion | 0.903 |
| Layout area overhead | 16.3% |
| Die ar. | 7580 um^2 |
| Die Ht | 87.0 um |
| Simple-Gate Area Share | 17.0% |
| Cell variety after synth | 65 |
| Cell type with the largest total area | ha_1 |
| Number of vias per cell | 5.26 |
| Root buffer cell | clkbuf_8 |
| Core Util at FP | 31.4% |
| Detail Route Antenna Nets | 0 |
| Yosys reg bits | 10 |
| Peak per-stage delay on the critical path | 0.40 ns |
| FF-to-FF End | accu_inst.data_out[4] |
| CTS clk-pin slew, worst paths | 0.05 ns |
| Ys cells | 272 |
| Grt peak-use layer | met2 |
| WS Path Type | in2reg |
| Routed vias | 2026 |
| Layout cell share with drive strength beyond 1 | 7.96% |
| Tightest Pin Transition | 0.445 ns |
| Hold Crit Start | accu_inst.cy_o |
| Hold-fix buffers at CTS | 0 |
| Die Wd | 87.0 um |
| Initial antenna violation count | 0 |
| Dominant combinational family | AND-OR/OR-AND gates |
| Hold Path Class | reg2reg |
| Syn Inst Count | 272 |
| GRT Util Overall | 16.1% |
| Aoi share | 27.7% |
| GRT met3 Usage | 0.385% |
| CP startpoint | opcode[2] |
| Min Hold Slack | 0.523 ns |
| Vias in the first global route | 1951 |
| Unrepaired setup endpoints after global routing | no |
| Crit end category | flip-flop |
| CTS H-tree depth | 1 |
| Clock Path Buffers | 2 |
| Synth top cell by count | inv_1 |
| Max VDD drop | 0.157 mV |
| Post-CTS Setup Bufs | 0 |
| Post-Syn Area | 2170 um^2 |
| Top cells by count, synth | inv_1, ha_1, nor2_1, xnor2_1 |
| Layout Skew | 0.00393 ns |
| Avg Cell Area, Syn | 7.98 um^2 |
| Max-cap viol count | 0 |
| Min cycle time layout | 3.93 ns |
| Setup violations, final | 0 |
| Post-DR wirelength/cell | 14.8 um |
| Clock power share | 16.1% |
| Fa+ha+maj area frac | 20.6% |
| Iteration tally of the first detailed-router pass | 4 |
| Overflow after GRT | 0 |
| Largest net degree at the start of global routing | 23 |
| Core Footprint | 6910 um^2 |
| FP Rows | 30 |
| Mux area share | 7.73% |
| Part of the power in registers | 18.6% |
| Main flop type | dfrtp_1 |
| Port Buffers | 23 |
| Required @ worst endpoint | 5.19 ns |
| GR met2 Demand/Resource | 25.6% |
| GR Util met1 | 24.9% |
==> stage by stage <==
step / utilization (%) / instances / power, mW
after floorplan: - / 272 / 0.340
after global placement: 35.9 / 381 / 0.426
after detailed placement: 35.9 / 381 / 0.428
after CTS: 36.5 / 385 / 0.515
after global routing: 36.5 / 385 / 0.560
final: 36.5 / 385 / 0.512
==> power by group through the flow <==
stage	sequential, mW	combinational, mW	clock [mW]
CTS	0.0953	0.334	0.0857
global route	0.0968	0.373	0.0899
finish	0.0955	0.334	0.0825
==> routing by layer <==
metal	vias up	part of all wire, %
met3	6	4.3
li1	1024	-
met5	-	0
met1	946	48
met4	0	0.99
met2	50	46
==> cell type report <==
type | instances | area share (%)
Inverter | 33 | 4.91
Sequential cell | 10 | 9.52
Tap cell | 96 | 4.76
Timing Repair Buffer | 26 | 10.0
Multi-Input combinational cell | 216 | 69.0
Clock buffer | 4 | 1.78
==> critical path, delay by kind of cell <==
| family | cells | cell delay, ns |
|---|---|---|
| AND-OR/OR-AND | 4 | 0.81 |
| XOR/XNOR | 1 | 0.16 |
| adder cells (fa/ha/maj) | 1 | 0.27 |
| buffers and inverters | 2 | 0.60 |
| multiplexers | 1 | 0.33 |
| AND/OR/NAND/NOR | 3 | 0.82 |
==> how the worst max path moves through the flow <==
stage,end,slack [ns]
final,accu_inst.data_out[7],1.17
after global routing,accu_inst.data_out[7],0.91
after CTS,accu_inst.data_out[7],1.17
==> registers in the layout, summed over array words and instances, names as in the netlist <==
register            cells
alu_inst.cy             1
accu_inst.cy_o          1
accu_inst.data_out      8
==> layout by cell type (no fill, tap or decap), types with 2 or more instances in the layout <==
| cell | n |
|---|---|
| inv_1 | 33 |
| ha_1 | 31 |
| nor2_1 | 23 |
| clkdlybuf4s50_1 | 23 |
| xnor2_1 | 16 |
| a21oi_1 | 12 |
| o21ai_0 | 12 |
| nor3_1 | 10 |
| mux2i_1 | 10 |
| o22ai_1 | 10 |
| dfrtp_1 | 9 |
| a22oi_1 | 7 |
| nand2_1 | 7 |
| a31oi_1 | 5 |
| nand2b_1 | 5 |
| or4_1 | 4 |
| and2_1 | 3 |
| a22o_1 | 3 |
| a211oi_1 | 3 |
| o221ai_1 | 3 |
| fa_1 | 3 |
| clkbuf_8 | 3 |
| buf_4 | 3 |
| nor3b_1 | 2 |
| nor2b_1 | 2 |
| a21o_1 | 2 |
| mux2_2 | 2 |
| a211o_1 | 2 |
| nand3_1 | 2 |
| o21bai_1 | 2 |
| xor2_1 | 2 |
| mux4_2 | 2 |
==> kinds of logic (layout without fill, tap and decap cells) <==
family | after synthesis | count (layout)
AND-OR/OR-AND | 82 | 82
XOR/XNOR | 18 | 18
adder cells (fa/ha/maj) | 34 | 34
buffers and inverters | 46 | 63
flip-flops | 9 | 9
latches | 1 | 1
multiplexers | 14 | 14
AND/OR/NAND/NOR | 68 | 68
Power and IR drop assume default switching activity.
