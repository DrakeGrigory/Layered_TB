**design/flow/design.v**
```verilog
module UUT#(
parameter data_width = 8,
parameter op_code_width = 4
)(
input clk,
input rst,
input [op_code_width-1:0] opcode,
input acc_ce,
input [data_width-1:0] data_in,
output reg [data_width-1:0] data_out,
output cy);
    wire cy_alu_accu;
    wire [data_width-1:0] allu_to_accu_data;
    wire [data_width-1:0] accu_to_alu_data;
    accu #() accu_inst(
    .clk(clk),
    .ce(acc_ce),
    .rst(rst),
    .cy_i(cy_alu_accu),
    .cy_o(cy),
    .data_in(allu_to_accu_data),
    .data_out(accu_to_alu_data)
    );
    Alu #()alu_inst(
    .OP(opcode),
    .data_in(data_in),
    .cr_in(accu_to_alu_data),
    .cy(cy_alu_accu),
    .data_out(allu_to_accu_data)
    );
always @(*) begin
    data_out = accu_to_alu_data;
end
endmodule
module accu #(parameter data_width = 8)(
input clk,
input ce,
input rst,
input signed [data_width-1:0] data_in,
input cy_i,
output reg cy_o,
output reg signed [data_width-1:0]  data_out
);
always @(posedge clk, negedge rst) begin
  if(!rst) begin 
    data_out <= {data_width{1'b0}}; 
    cy_o <= 1'b0;
  end
  else if(ce) begin
    data_out <= data_in;
    cy_o <= cy_i;
  end
end
endmodule
module Alu #(
parameter data_width = 8 ,
parameter op_code_width = 4
)(
input [op_code_width-1:0] OP,
input signed [data_width-1:0] data_in,
input signed [data_width-1:0] cr_in,
output reg cy,
output reg signed [data_width-1:0] data_out
);
always @(*) begin
  case(OP)
	 4'b0000  : begin data_out <= data_in; cy <= 0; end
	 4'b0010 : begin data_out <= cr_in + data_in; cy <= ((cr_in + data_in) > 127) || ((cr_in + data_in) < -127) ? 1'b1 : 1'b0; end 
	 4'b0011 : begin data_out <= cr_in - data_in; cy <= ((cr_in - data_in) < -127) || ((cr_in - data_in) > 127) ? 1'b1 : 1'b0; end 
	 4'b0100 : begin data_out <= data_in & cr_in; cy <= 0; end
	 4'b0101  : begin data_out <= data_in | cr_in; cy <= 0; end
     4'b0110 : begin data_out <= data_in ^ cr_in; cy <= 0; end
     4'b0111 : begin data_out <= ~ data_in; cy <= 0; end
	 8'b1111 : data_out <= {data_width{1'bx}};
	 default : {cy, data_out} <= {data_width+1{1'b0}};
  endcase
end
endmodule
```
**design/flow/run.sh**
```bash
#!/bin/bash
# OpenROAD 26Q1-2900-gdf79404cd8, Yosys 0.63+post, stock flow scripts
make -C /OpenROAD-flow-scripts/flow DESIGN_CONFIG=/design/flow/config.mk WORK_HOME=/design/flow/orfs finish
```
**design/flow/config.mk**
```make
export PLATFORM = sky130hd
export DESIGN_NAME = UUT
export DESIGN_NICKNAME = UUT
export VERILOG_FILES = /design/flow/design.v
export SDC_FILE = /design/flow/constraint.sdc
export NUM_CORES = 4
export LEC_CHECK = 1
export CORE_AREA = 10 10 100 100
export DIE_AREA = 0 0 110 110
```
**design/flow/constraint.sdc**
```tcl
current_design UUT

set clk_period 5.2
set clk_io_pct 0.2

create_clock -name clk0 -period $clk_period [get_ports {clk}]

set non_clock_inputs [all_inputs -no_clocks]
set_input_delay [expr $clk_period * $clk_io_pct] -clock clk0 $non_clock_inputs
set_output_delay [expr $clk_period * $clk_io_pct] -clock clk0 [all_outputs]
```
==> notes.md <==
run metrics: hold buffers post-CTS 0, Die ar. 0.0121 sq mm, OpenROAD warnings slightly above 40, Pwr Density 199 mW/mm^2, clock skew 0.00100 ns, Leak 1.07 nW, Total GRT Usage 10.1%, postcts setup bufs 0, ys async rst share between 90% and 100%, Max Freq 248 MHz, setup_tns 0 ns, routed vias/inst 5.27, EDFF count, synth 0, Hold Slack 0.519 ns, Initial Util 27.8%, Max IR drop VDD between 150 and 200 uV, Synth warnings 3, routed vias around 2,100, Clock Tree Buf Depth 2, Setup-failing EPs final 0, Flops after synth 10, Post-Syn Area 0.00217 sq mm, worst hold path class flip-flop to flip-flop, routability congestion estimate 0.956, top post-synthesis cells by area ha_1 (18%), dfrtp_1 (10%), xnor2_1 (6.5%), inv_1 (5.7%), mux2i_1 (4.6%), initial DRC count 89, number of cells in Yosys stat 272, pins over their slew limit 0, DRT antenna net count 0, Dominant Register Cell dfrtp_1, number of detailed-route iterations in the first pass 4, Routed Wire Length 5840 um, Worst Path Arrival 4.13 ns, area leader, netlist ha_1, yosys stat chip area 0.00217 sq mm, Largest delay share family, worst path AND-OR/OR-AND gates, Register Area approximately 240 sq um, max-cap violation count 0, per-cell routed wire length 14.9 um, Fin. Hold Viols 0, fill cell count 816, Top-area cell share between 10% and 20%, Crit path largest cell delay between 0.4 and 0.5 ns, initial antenna violation count 0, Multi-input gate area 0.00174 sq mm, largest net degree at the start of global routing 23, clock latency (worst-skew pair) 0.23 ns, dpl ws 0.946 ns, CTS Buf Count 3, DRC errors left 0, clock slew at reported path FFs 0.05 ns, worst slew pin tran between 0.4 and 0.5 ns, CTS tree built, WS Path Type primary input to flip-flop, Buffers & Inverters on Critical Path 2, reg2reg setup slack 2.88 ns, first-pass GRT wire length just over 10,000 um, status complete, no violations, CP required 5.30 ns, Core ar. 0.00781 sq mm, share of cells above drive strength 1 7.96%, final period utilization 77.6%, H-tree depth 1, relative slew slack between 70% and 80%, Worst path slowest cell clkdlybuf4s50_1, vias in the first global route 2,027, fin worst setup slack 1.17 ns, Post-Synthesis Cells roughly 270, Max FO, Critical Path 20, DP HPWL between 4000 and 5000 um, total I/O pin count 24, post-cts resize count 0, Setup crit end kind flip-flop, syn avg cell area approximately 8.0 sq um, DIE HEIGHT between 100 and 150 um, Layout area overhead 16.7%, register pins left without a clock 1, minimum clock period after layout 4.03 ns, Finished Core Util 32.4%, Root Driver clkbuf_8, total gr overflow 0, endpoints left unconstrained 1, startpoint type of the worst setup path primary input, CP Cell Sequence clkdlybuf4s50_1 > buf_4 > nor3b_1 > and2_1 > mux2i_1 > ha_1 > nor2b_1 > o21ai_0 > a21oi_1 > o41ai_1 > xnor2_1 > o221ai_1, Antenna Cells 0, input/output buffers 23, RSZ-0062 raised after global routing false, # rows 32, Synth cell types 65, DIE WIDTH 110 um
-- cell families after synthesis --
| group | Yosys count | synth area share [%] |
|---|---|---|
| and+or+nand+nor | 68 | 17.0 |
| buffers and inverters | 46 | 8.65 |
| DFF | 9 | 10.4 |
| xor gates and xnor gates | 18 | 7.27 |
| AOI/OAI and AO/OA | 82 | 27.7 |
| adders and majority gates | 34 | 20.6 |
| latches | 1 | 0.692 |
| muxes | 14 | 7.73 |
-- cell usage after synthesis, types with 4 or more instances --
cell type and count:
a31oi_1 5, a22oi_1 7, mux2i_1 10, nand2_1 7, buf_2 6, inv_1 33, o21ai_0 12, dfrtp_1 9
ha_1 31, clkbuf_1 5, nor3_1 10, o22ai_1 10, nor2_1 23, nand2b_1 5, a21oi_1 12, xnor2_1 16
or4_1 4
-- path summary, 6_finish.rpt --
path,startpoint,endpoint,cells past startpoint
setup / recovery,opcode[1],accu_inst.data_out[7],12
hold / removal,accu_inst.cy_o,accu_inst.cy_o,1
setup reg to reg,accu_inst.data_out[0],accu_inst.data_out[6],10
hold reg to reg,accu_inst.cy_o,accu_inst.cy_o,1
max in group asynchronous,rst,accu_inst.data_out[4],1
min in group asynchronous,rst,accu_inst.data_out[5],1
-- registers in the layout (all words and copies together) (netlist names) --
name                cells
accu_inst.data_out      8
accu_inst.cy_o          1
alu_inst.cy             1
-- stage by stage --
| step | power (mW) | cells | area [sq um] |
|---|---|---|---|
| after floorplan | 0.334 | 272 | 2170 |
| after global placement | 0.418 | 387 | 2490 |
| after detailed placement | 0.420 | 387 | 2490 |
| after CTS | 0.506 | 391 | 2530 |
| after global routing | 0.551 | 391 | 2530 |
| final | 0.503 | 391 | 2530 |
-- placed cells by master (no fill, tap or decap), drive strengths merged, types with 4 or more instances in the layout --
cell / instances
a211oi: 4
a21oi: 13
a22oi: 8
a31oi: 5
clkbuf: 4
clkdlybuf4s50: 23
dfrtp: 9
ha: 31
inv: 33
mux2i: 10
nand2: 7
nand2b: 5
nor2: 23
nor3: 10
o21ai: 13
o22ai: 10
or4: 5
xnor2: 16
-- cell type report --
type | instances | share of cell area (%)
repair buffers | 26 | 9.99
multi-input cells | 216 | 68.8
clock buffers | 4 | 1.78
flip-flops and latches | 10 | 9.49
well taps | 102 | 5.04
inverters | 33 | 4.89
-- per-layer routing --
layer	GRT usage (%)	wire length, um	part of all wire (%)	vias up
li1	-	-	-	1025
met1	14.5	2740	47	979
met2	16.2	2750	47	52
met3	1.35	306	5.2	6
met4	1.12	51	0.87	0
met5	0	0	0	-
-- power by group --
part / switching [mW] / total (mW) / leakage [nW] / internal, mW
clock: 0.0289 / 0.0824 / 0.0228 / 0.0535
combinational: 0.171 / 0.327 / 0.924 / 0.156
sequential: 0.0148 / 0.0937 / 0.128 / 0.0789
total: 0.215 / 0.503 / 1.07 / 0.288
Power and IR drop assume default switching activity.
